File: ./constraint.sdc
current_design snd_regctrl

set clk_period 2.1
set clk_io_pct 0.2

create_clock -name clk0 -period $clk_period [get_ports {CLK}]

set non_clock_inputs [all_inputs -no_clocks]
set_input_delay [expr $clk_period * $clk_io_pct] -clock clk0 $non_clock_inputs
set_output_delay [expr $clk_period * $clk_io_pct] -clock clk0 [all_outputs]
File: ./config.mk
export PLATFORM = sky130hd
export DESIGN_NAME = snd_regctrl
export DESIGN_NICKNAME = snd_regctrl
export VERILOG_FILES = /design/flow/design.v
export SDC_FILE = /design/flow/constraint.sdc
export NUM_CORES = 4
export LEC_CHECK = 1
export CORE_UTILIZATION = 50
File: ./design.v
module snd_regctrl
  (
   input         CLK,
   input         RST_X,
   input         CIF_SNDSEL,
   input         CIF_REGREAD,
   input  [3:0]  CIF_REGWRITE,
   input  [3:0]  CIF_REGADR,
   input  [31:0] CIF_REGWDATA,
   output reg [31:0] SND_REGRDATA,
   output [ 1:0] REG_CMD,
   output [22:0] REG_VRAMADR,
   output [ 7:0] REG_VOLUME,
   output 		 REG_LOOP,
   output		 REG_DEM,
   output		 REG_MUTE,
   output [31:0] REG_STATUS,
   output [31:0] REG_MUSIC,
   output [31:0] REG_DELAY
   );
    reg [ 1:0] CMD;
    reg [22:0] VRAMADR;
    reg [ 7:0] VOLUME;
    reg		   LOOP;
    reg		   DEM;
    reg		   MUTE;
    reg [31:0] STATUS;
	reg	[31:0] MUSIC;
	reg	[31:0] DELAY;
	assign REG_CMD = CMD;
	assign REG_VRAMADR = VRAMADR;
	assign REG_VOLUME = VOLUME;
	assign REG_LOOP = LOOP;
	assign REG_DEM = DEM;
	assign REG_MUTE = MUTE;
	assign REG_STATUS = STATUS;
	assign REG_MUSIC = MUSIC;
	assign REG_DELAY = DELAY;
	always @ (posedge CLK or negedge RST_X) begin
        if( !RST_X ) begin
			SND_REGRDATA <= 0;
		end
		else if(CIF_SNDSEL == 1 && CIF_REGREAD == 1) begin
			case( CIF_REGADR )
				4'h0 :
					SND_REGRDATA <= { 30'b0 , REG_CMD };
				4'h1 :
					SND_REGRDATA <= { 9'b0 , REG_VRAMADR};
				4'h2 :
					SND_REGRDATA <= { 24'b0 , REG_VOLUME};
				4'h3 :
					SND_REGRDATA <= { 31'b0 , REG_LOOP};
				4'h4 :
					SND_REGRDATA <= { 30'b0 , REG_DEM, REG_MUTE};
				4'h5 :
					SND_REGRDATA <= {REG_STATUS};
				4'h6 :
					SND_REGRDATA <= {REG_MUSIC};
				4'h7 :
					SND_REGRDATA <= {REG_DELAY};
			default :
				SND_REGRDATA <= 32'b0;
			endcase
		end
	end
	always @(posedge CLK or negedge RST_X) begin  
		if(!RST_X) begin
			CMD <= 2'b0;
		end
		else if(CIF_SNDSEL && CIF_REGWRITE != 4'h0) begin
			if(CIF_REGADR == 4'h0) begin
				if(CIF_REGWRITE[0]) begin
					CMD <= CIF_REGWDATA[1:0];
				end
			end
		end
	end
	always @(posedge CLK or negedge RST_X) begin  
		if(!RST_X) begin
			VRAMADR <= 23'b0;
		end
		else if(CIF_SNDSEL && CIF_REGWRITE != 4'h0) begin
			if(CIF_REGADR == 4'h1) begin
				if(CIF_REGWRITE[2] && CIF_REGWRITE[1] && CIF_REGWRITE[0])
					VRAMADR <= CIF_REGWDATA[22:0];
				else if(CIF_REGWRITE[2] && CIF_REGWRITE[1])
					VRAMADR[22:8] <= CIF_REGWDATA[22:8];
				else if(CIF_REGWRITE[1] && CIF_REGWRITE[0])
					VRAMADR[15:0] <= CIF_REGWDATA[15:0];
				else if(CIF_REGWRITE[2] && CIF_REGWRITE[0]) begin
					VRAMADR[22:16] <= CIF_REGWDATA[22:16];
					VRAMADR[7:0] <= CIF_REGWDATA[7:0];
					end
				else if(CIF_REGWRITE[2])
					VRAMADR[22:16] <= CIF_REGWDATA[22:16];
				else if(CIF_REGWRITE[1])
					VRAMADR[15:8] <= CIF_REGWDATA[15:8];
				else if(CIF_REGWRITE[0])
					VRAMADR[7:0] <= CIF_REGWDATA[7:0];
				end
		end
	end
	always @(posedge CLK or negedge RST_X) begin  
		if(!RST_X) begin
			VOLUME <= 8'b0;
		end
		else if(CIF_SNDSEL && CIF_REGWRITE != 4'h0) begin
			if(CIF_REGADR == 4'h2) begin
				if(CIF_REGWRITE[0]) begin
					VOLUME <= CIF_REGWDATA[7:0];
				end
			end
		end
	end
	always @(posedge CLK or negedge RST_X) begin  
		if(!RST_X) begin
			LOOP <= 1'b0;
		end
		else if(CIF_SNDSEL && CIF_REGWRITE != 4'h0) begin
			if(CIF_REGADR == 4'h3) begin
				if(CIF_REGWRITE[0]) begin
					LOOP <= CIF_REGWDATA[0];
				end
			end
		end
	end
	always @(posedge CLK or negedge RST_X) begin  
		if(!RST_X) begin
			DEM <= 1'b0;
		end
		else if(CIF_SNDSEL && CIF_REGWRITE != 4'h0) begin
			if(CIF_REGADR == 4'h4) begin
				if(CIF_REGWRITE[0]) begin
					DEM <= CIF_REGWDATA[1];
				end
			end
		end
	end
	always @(posedge CLK or negedge RST_X) begin  
		if(!RST_X) begin
			MUTE <= 1'b0;
		end
		else if(CIF_SNDSEL && CIF_REGWRITE != 4'h0) begin
			if(CIF_REGADR == 4'h4) begin
				if(CIF_REGWRITE[0]) begin
					MUTE <= CIF_REGWDATA[0];
				end
			end
		end
	end
	always @(posedge CLK or negedge RST_X) begin  
		if(!RST_X) begin
			STATUS <= 32'b0;
		end
		else if(CIF_SNDSEL && CIF_REGWRITE != 4'h0) begin
			if(CIF_REGADR == 4'h5) begin
				if(CIF_REGWRITE[3] & CIF_REGWRITE[2] && CIF_REGWRITE[1] && CIF_REGWRITE[0])
					STATUS <= CIF_REGWDATA[31:0];
				else if(CIF_REGWRITE[3] && CIF_REGWRITE[2] && CIF_REGWRITE[1]) begin
					STATUS[31:24] <= CIF_REGWDATA[31:24];
					STATUS[23:16] <= CIF_REGWDATA[23:16];
					STATUS[15:8] <= CIF_REGWDATA[15:8];
					end
				else if(CIF_REGWRITE[2] && CIF_REGWRITE[1] && CIF_REGWRITE[0]) begin
					STATUS[23:16] <= CIF_REGWDATA[23:16];
					STATUS[15:8] <= CIF_REGWDATA[15:8];
					STATUS[7:0] <= CIF_REGWDATA[7:0];
					end
				else if(CIF_REGWRITE[3] && CIF_REGWRITE[2] && CIF_REGWRITE[0]) begin
					STATUS[31:24] <= CIF_REGWDATA[31:24];
					STATUS[23:16] <= CIF_REGWDATA[23:16];
					STATUS[7:0] <= CIF_REGWDATA[7:0];
					end
				else if(CIF_REGWRITE[3] && CIF_REGWRITE[1] && CIF_REGWRITE[0]) begin
					STATUS[31:24] <= CIF_REGWDATA[31:24];
					STATUS[15:8] <= CIF_REGWDATA[15:8];
					STATUS[7:0] <= CIF_REGWDATA[7:0];
					end
				else if(CIF_REGWRITE[1] && CIF_REGWRITE[0]) begin
					STATUS[15:8] <= CIF_REGWDATA[15:8];
					STATUS[7:0] <= CIF_REGWDATA[7:0];
					end
				else if(CIF_REGWRITE[2] && CIF_REGWRITE[0])	begin
					STATUS[23:16] <= CIF_REGWDATA[23:16];
					STATUS[7:0] <= CIF_REGWDATA[7:0];
					end
				else if(CIF_REGWRITE[2] && CIF_REGWRITE[1])	begin
					STATUS[23:16] <= CIF_REGWDATA[23:16];
					STATUS[15:8] <= CIF_REGWDATA[15:8];
					end
				else if(CIF_REGWRITE[3] && CIF_REGWRITE[0])	begin
					STATUS[31:24] <= CIF_REGWDATA[31:24];
					STATUS[7:0] <= CIF_REGWDATA[7:0];
					end
				else if(CIF_REGWRITE[3] && CIF_REGWRITE[1])	begin
					STATUS[31:24] <= CIF_REGWDATA[31:24];
					STATUS[15:8] <= CIF_REGWDATA[15:8];
					end
				else if(CIF_REGWRITE[3] && CIF_REGWRITE[2])	begin
					STATUS[31:24] <= CIF_REGWDATA[31:24];
					STATUS[23:16] <= CIF_REGWDATA[23:16];
					end
				else if(CIF_REGWRITE[3])
					STATUS[31:24] <= CIF_REGWDATA[31:24];
				else if(CIF_REGWRITE[2])
					STATUS[23:16] <= CIF_REGWDATA[23:16];
				else if(CIF_REGWRITE[1])
					STATUS[15:8] <= CIF_REGWDATA[15:8];
				else if(CIF_REGWRITE[0])
					STATUS[7:0] <= CIF_REGWDATA[7:0];
				end
		end
	end
	always @(posedge CLK or negedge RST_X) begin  
		if(!RST_X) begin
			MUSIC <= 32'b0;
		end
		else if(CIF_SNDSEL && CIF_REGWRITE != 4'h0) begin
			if(CIF_REGADR == 4'h6) begin
				if(CIF_REGWRITE[3] & CIF_REGWRITE[2] && CIF_REGWRITE[1] && CIF_REGWRITE[0])
					MUSIC <= CIF_REGWDATA[31:0];
				else if(CIF_REGWRITE[3] && CIF_REGWRITE[2] && CIF_REGWRITE[1]) begin
					MUSIC[31:24] <= CIF_REGWDATA[31:24];
					MUSIC[23:16] <= CIF_REGWDATA[23:16];
					MUSIC[15:8] <= CIF_REGWDATA[15:8];
					end
				else if(CIF_REGWRITE[2] && CIF_REGWRITE[1] && CIF_REGWRITE[0]) begin
					MUSIC[23:16] <= CIF_REGWDATA[23:16];
					MUSIC[15:8] <= CIF_REGWDATA[15:8];
					MUSIC[7:0] <= CIF_REGWDATA[7:0];
					end
				else if(CIF_REGWRITE[3] && CIF_REGWRITE[2] && CIF_REGWRITE[0]) begin
					MUSIC[31:24] <= CIF_REGWDATA[31:24];
					MUSIC[23:16] <= CIF_REGWDATA[23:16];
					MUSIC[7:0] <= CIF_REGWDATA[7:0];
					end
				else if(CIF_REGWRITE[3] && CIF_REGWRITE[1] && CIF_REGWRITE[0]) begin
					MUSIC[31:24] <= CIF_REGWDATA[31:24];
					MUSIC[15:8] <= CIF_REGWDATA[15:8];
					MUSIC[7:0] <= CIF_REGWDATA[7:0];
					end
				else if(CIF_REGWRITE[1] && CIF_REGWRITE[0]) begin
					MUSIC[15:8] <= CIF_REGWDATA[15:8];
					MUSIC[7:0] <= CIF_REGWDATA[7:0];
					end
				else if(CIF_REGWRITE[2] && CIF_REGWRITE[0])	begin
					MUSIC[23:16] <= CIF_REGWDATA[23:16];
					MUSIC[7:0] <= CIF_REGWDATA[7:0];
					end
				else if(CIF_REGWRITE[2] && CIF_REGWRITE[1])	begin
					MUSIC[23:16] <= CIF_REGWDATA[23:16];
					MUSIC[15:8] <= CIF_REGWDATA[15:8];
					end
				else if(CIF_REGWRITE[3] && CIF_REGWRITE[0])	begin
					MUSIC[31:24] <= CIF_REGWDATA[31:24];
					MUSIC[7:0] <= CIF_REGWDATA[7:0];
					end
				else if(CIF_REGWRITE[3] && CIF_REGWRITE[1])	begin
					MUSIC[31:24] <= CIF_REGWDATA[31:24];
					MUSIC[15:8] <= CIF_REGWDATA[15:8];
					end
				else if(CIF_REGWRITE[3] && CIF_REGWRITE[2])	begin
					MUSIC[31:24] <= CIF_REGWDATA[31:24];
					MUSIC[23:16] <= CIF_REGWDATA[23:16];
					end
				else if(CIF_REGWRITE[3])
					MUSIC[31:24] <= CIF_REGWDATA[31:24];
				else if(CIF_REGWRITE[2])
					MUSIC[23:16] <= CIF_REGWDATA[23:16];
				else if(CIF_REGWRITE[1])
					MUSIC[15:8] <= CIF_REGWDATA[15:8];
				else if(CIF_REGWRITE[0])
					MUSIC[7:0] <= CIF_REGWDATA[7:0];
				end
		end
	end
	always @(posedge CLK or negedge RST_X) begin  
		if(!RST_X) begin
			DELAY <= 32'b0;
		end
		else if(CIF_SNDSEL && CIF_REGWRITE != 4'h0) begin
			if(CIF_REGADR == 4'h7) begin
				if(CIF_REGWRITE[3] & CIF_REGWRITE[2] && CIF_REGWRITE[1] && CIF_REGWRITE[0])
					DELAY <= CIF_REGWDATA[31:0];
				else if(CIF_REGWRITE[3] && CIF_REGWRITE[2] && CIF_REGWRITE[1]) begin
					DELAY[31:24] <= CIF_REGWDATA[31:24];
					DELAY[23:16] <= CIF_REGWDATA[23:16];
					DELAY[15:8] <= CIF_REGWDATA[15:8];
					end
				else if(CIF_REGWRITE[2] && CIF_REGWRITE[1] && CIF_REGWRITE[0]) begin
					DELAY[23:16] <= CIF_REGWDATA[23:16];
					DELAY[15:8] <= CIF_REGWDATA[15:8];
					DELAY[7:0] <= CIF_REGWDATA[7:0];
					end
				else if(CIF_REGWRITE[3] && CIF_REGWRITE[2] && CIF_REGWRITE[0]) begin
					DELAY[31:24] <= CIF_REGWDATA[31:24];
					DELAY[23:16] <= CIF_REGWDATA[23:16];
					DELAY[7:0] <= CIF_REGWDATA[7:0];
					end
				else if(CIF_REGWRITE[3] && CIF_REGWRITE[1] && CIF_REGWRITE[0]) begin
					DELAY[31:24] <= CIF_REGWDATA[31:24];
					DELAY[15:8] <= CIF_REGWDATA[15:8];
					DELAY[7:0] <= CIF_REGWDATA[7:0];
					end
				else if(CIF_REGWRITE[1] && CIF_REGWRITE[0]) begin
					DELAY[15:8] <= CIF_REGWDATA[15:8];
					DELAY[7:0] <= CIF_REGWDATA[7:0];
					end
				else if(CIF_REGWRITE[2] && CIF_REGWRITE[0])	begin
					DELAY[23:16] <= CIF_REGWDATA[23:16];
					DELAY[7:0] <= CIF_REGWDATA[7:0];
					end
				else if(CIF_REGWRITE[2] && CIF_REGWRITE[1])	begin
					DELAY[23:16] <= CIF_REGWDATA[23:16];
					DELAY[15:8] <= CIF_REGWDATA[15:8];
					end
				else if(CIF_REGWRITE[3] && CIF_REGWRITE[0])	begin
					DELAY[31:24] <= CIF_REGWDATA[31:24];
					DELAY[7:0] <= CIF_REGWDATA[7:0];
					end
				else if(CIF_REGWRITE[3] && CIF_REGWRITE[1])	begin
					DELAY[31:24] <= CIF_REGWDATA[31:24];
					DELAY[15:8] <= CIF_REGWDATA[15:8];
					end
				else if(CIF_REGWRITE[3] && CIF_REGWRITE[2])	begin
					DELAY[31:24] <= CIF_REGWDATA[31:24];
					DELAY[23:16] <= CIF_REGWDATA[23:16];
					end
				else if(CIF_REGWRITE[3])
					DELAY[31:24] <= CIF_REGWDATA[31:24];
				else if(CIF_REGWRITE[2])
					DELAY[23:16] <= CIF_REGWDATA[23:16];
				else if(CIF_REGWRITE[1])
					DELAY[15:8] <= CIF_REGWDATA[15:8];
				else if(CIF_REGWRITE[0])
					DELAY[7:0] <= CIF_REGWDATA[7:0];
				end
		end
	end
endmodule
File: ./run.sh
#!/bin/bash
# OpenROAD 26Q1-2900-gdf79404cd8, Yosys 0.63+post, stock flow scripts
make -C /OpenROAD-flow-scripts/flow DESIGN_CONFIG=/design/flow/config.mk WORK_HOME=/design/flow/orfs finish
==> design notes <==
TritonCTS built the clock tree. The met3 global-route usage is 7.77%. The number of flops mapped to enable cells by yosys works out to 0.

The setup check on the worst reg-to-reg path leaves a slack of 0.80 ns. The share of the clock period used by the worst path is 86.5%, and the count of buffers added by post-CTS timing repair for setup is 0. For the area figure in the yosys stat output, the log shows 7380 um^2. Summed over all layers, the routed wires come to 19.4 mm. Before placement the cells fill 51.0% of the core. STA classifies the critical path startpoint as an input port. The horizontal extent of the die works out to 124 um.

Number of input and output port buffers inserted: 207. By instance count after routing, the leading logic cell types are 204 x sky130_fd_sc_hd__clkdlybuf4s50_1, 164 x sky130_fd_sc_hd__dfrtp_1, 131 x sky130_fd_sc_hd__mux2_2, 39 x sky130_fd_sc_hd__buf_4, 34 x sky130_fd_sc_hd__mux2i_1. Relative to the synthesized area, the layout overhead comes to 43.3%.

The register bit total from synthesis is 164. Looking at the worst setup and hold paths, the clock pins of their registers show a slew of 0.06 ns. Setup repair after global routing left no endpoint under its margin. The number of hold-repair buffers added at the cts stage is 0. The number of antenna violations at the first check in global routing is 0. Final RePlAce weighted congestion: 0.849.

The number of global-route vias before repair was 5506; the post-detailed-route wirelength per cell was 19.7 um. The required time of the worst setup path was 2.39 ns; the total leakage power was 0.00475 uW. The final layout report lists a filler cell count of 934.

The tools report the placed wire-length estimate as 13.7 mm. For the final worst slack, the log shows 0.283 ns. The type of the setup path with the least slack was in2reg.

The run gives 550 MHz as the maximum frequency from static timing analysis. Maximum number of pins on one net before global-route repair: 63. The DRC violation total left in the routed layout is recorded as 0. The worst max-slew margin expressed relative to the limit is 59.1%, and the total instance count after detailed placement is 952. Actual slew at the worst max-slew pin: 0.613 ns. For reference, the critical path is launched at CIF_REGADR[3].

In this run the full chip footprint comes out at 15300 um^2. The cell sitting at the root of the clock tree is a sky130_fd_sc_hd__clkbuf_16. With the total of warnings raised by yosys at 1, the final tally of hold violations is 0.

The CTS log lists the clock sinks for this run as 164. The routed design shows a via density per instance of 5.50. Global-route track usage on met1: 43.7%. The synthesized area per cell works out to 13.7 um^2.

The met2 routing resource usage after global routing came out at 41.8%. For this run the aggregate overflow at the end of global routing stands at 0. The max-capacitance violation count is 0.

The launching point of the worst reg2reg path is MUTE$_DFFE_PN0P_. The dominant logic cell type in the layout is sky130_fd_sc_hd__clkdlybuf4s50_1. Maximum clock insertion buffer count: 2.

The layout report lists the multi-input gate area as 3140 um^2. The iteration tally of the first detailed-router pass is 6, and the site row count is 44. The count of final max-slew check failures is 0.

Counting flops with an async set or reset pin after synthesis yields a share of 100%. Subtracting the final worst setup slack from the clock period gives 1.82 ns. The flow ran to the end, and the final reports show no timing, DRC or antenna violations. Leaving out filler cells and counting taps, the final layout contains 984. STA classifies the critical path endpoint as a flip-flop. The number of top-level pins is 208. Per the detail_route report, the via count comes to 5414. The tools report the combined flip-flop and latch cell area as 4100 um^2. With the remaining antenna violation count at 0, the placeable core region is 14500 um^2.

Power comes to 9110 uW. The commonest register cell after synthesis was sky130_fd_sc_hd__dfrtp_1. Clock buffer count from CTS: 17. Of all nets on the critical path, the largest fanout is 8. The worst register-to-register path ends at SND_REGRDATA[0]$_DFFE_PN0P_.

After synthesis, the design contains 537 cells according to Yosys. The run gives 27.6% for the total track usage. In the final layout, the share of cells above drive strength 1 is 29.4%. The tools report the fraction of the yosys area taken by sequential cells as 55.6%. The logs give 0 for the final antenna diode count and 30.0 mm for the first-pass GRT wire length. Note that the worst hold path type here is in2async.

The logs give a warning total of 26. Before CTS, the worst setup slack after placement is -0.135 ns. The final report lists the setup-violating endpoint count as 0.

The logs give 0.900 mV for the worst voltage drop across the vdd grid and 537 for the number of cells produced by synthesis. Post-CTS repair changed the size of 0 cells. The destination of the critical timing path was DELAY[3]$_DFFE_PN0P_. The busiest layer in global routing is met1.

The H-tree was split into 4 levels. With the vertical die dimension at 124 um, the number of DRC markers after the initial detailed-route iteration is 269. Between clock sinks in the finished design, the worst skew comes to 0.00627 ns.

After synthesis the cells add up to 7380 um^2. Measured in cells, the most critical reg-to-reg path has a length of 4. With the worst endpoint data arrival time at 2.11 ns, the number of unique standard cell types used by synthesis is 39. The skew report gives the latency at the later pin of the worst-skew pair as 0.41 ns. The total power per unit cell area is 861 nW/um^2.
how the worst min path moves through the flow:
stage | cells after the start | slack, ns | to
after CTS | 1 | 0.01 | STATUS[11]$_DFFE_PN0P_
after global routing | 1 | 0.03 | STATUS[11]$_DFFE_PN0P_
final | 1 | 0.002 | STATUS[11]$_DFFE_PN0P_
synth_stat cells (3+ instances only):
cell | count | area share, %
sky130_fd_sc_hd__dfrtp_1 | 164 | 56
sky130_fd_sc_hd__buf_4 | 5 | 0.51
sky130_fd_sc_hd__nand2_2 | 3 | 0.25
sky130_fd_sc_hd__o21ai_0 | 21 | 1.4
sky130_fd_sc_hd__clkbuf_1 | 6 | 0.31
sky130_fd_sc_hd__a2bb2oi_1 | 8 | 0.95
sky130_fd_sc_hd__mux2i_1 | 34 | 4.6
sky130_fd_sc_hd__a22oi_1 | 10 | 1.0
sky130_fd_sc_hd__nor2_1 | 15 | 0.76
sky130_fd_sc_hd__nor2_4 | 3 | 0.46
sky130_fd_sc_hd__mux2_2 | 131 | 20
sky130_fd_sc_hd__nor2b_1 | 9 | 0.76
sky130_fd_sc_hd__and2_1 | 3 | 0.25
sky130_fd_sc_hd__nor2_8 | 9 | 2.4
sky130_fd_sc_hd__o221ai_1 | 5 | 0.59
sky130_fd_sc_hd__nand3_4 | 4 | 0.95
sky130_fd_sc_hd__a21oi_1 | 19 | 1.3
sky130_fd_sc_hd__a22o_1 | 14 | 1.7
sky130_fd_sc_hd__buf_2 | 12 | 0.81
sky130_fd_sc_hd__nand2_1 | 19 | 0.97
sky130_fd_sc_hd__nand3_1 | 8 | 0.54
sky130_fd_sc_hd__o22ai_1 | 7 | 0.59
sky130_fd_sc_hd__a32oi_1 | 4 | 0.47
cell families after synthesis:
kind of cell | synth area share (%)
mux | 24.9
flops | 55.6
compound gates | 8.42
simple gates | 9.15
buf+inv | 1.93
critical path, stage by stage:
cell and delay, ns:
sky130_fd_sc_hd__clkdlybuf4s50_1 0.44, sky130_fd_sc_hd__and2b_1 0.27, sky130_fd_sc_hd__buf_12 0.16, sky130_fd_sc_hd__nand3_4 0.17, sky130_fd_sc_hd__nor2_8 0.27, sky130_fd_sc_hd__mux2_2 0.37
sequential cells by signal, indices dropped and copies added (netlist names):
signal,flops
DEM,1
DELAY,32
MUSIC,32
CMD,2
LOOP,1
STATUS,32
MUTE,1
VOLUME,8
SND_REGRDATA,32
VRAMADR,23
metal layers:
metal,share of wire (%),vias to the layer above
li1,-,2493
met5,0,-
met3,6.9,5
met4,0.55,0
met2,48,194
met1,45,2722
where the power goes:
part | total [uW] | internal [uW] | switching, uW
logic | 2060 | 1510 | 550
clock network | 2890 | 1720 | 1170
registers | 4150 | 3700 | 449
total | 9110 | 6940 | 2170
cell type report:
type / count / area share, %
Multi-Input combinational cell: 346 / 29.6
Clock inverter: 8 / 0.722
Timing Repair Buffer: 255 / 24.0
Sequential cell: 164 / 38.8
Tap cell: 184 / 2.18
Inverter: 3 / 0.106
Clock buffer: 24 / 4.56
metrics by stage:
step	TNS [ns]	hold WS (ns)	util, %	instance area, um^2
after floorplan	0	0.124	-	7380
after global placement	-7.13	0.452	69.2	10000
after detailed placement	-8.82	0.455	69.2	10000
after CTS	0	0.0132	73.0	10600
after global routing	0	0.0349	73.0	10600
final	0	0.00158	73.0	10600
Power and IR drop assume default switching activity.
